**flow/constraint.sdc**
```tcl
current_design delayC

set clk_period 1.0
set clk_io_pct 0.2

create_clock -name clk0 -period $clk_period [get_ports {clk}]

set non_clock_inputs [all_inputs -no_clocks]
set_input_delay [expr $clk_period * $clk_io_pct] -clock clk0 $non_clock_inputs
set_output_delay [expr $clk_period * $clk_io_pct] -clock clk0 [all_outputs]
```
**flow/design.v**
```verilog
module dFlipFlop (input d,  
	input rstn,  
		input clk,  
		output reg q,
	output q_);
	assign q_ = !q;
		always @ (posedge clk or posedge rstn)  begin
	if (rstn)  
	q <= 0;  
			else  
				q <= d;  
	end
endmodule  
module delayC (clk, Q_out);
	input clk;
	output Q_out;
	wire Q_F0, Q_F1, Q_F2, Q_F3, Q_F4, Q_F5, Q_F6, Q_F7, Q_F8;
	dFlipFlop F0(
	.d(Q_F0),
	.rstn(0),
	.clk(clk),
	.q(),
	.q_(Q_F0),
	);
	dFlipFlop F1(
	.d(Q_F1),
	.rstn(0),
	.clk(Q_F0),
	.q(),
	.q_(Q_F1),
	);
	dFlipFlop F2(
	.d(Q_F2),
	.rstn(0),
	.clk(Q_F1),
	.q(),
	.q_(Q_F2),
	);
	dFlipFlop F3(
	.d(Q_F3),
	.rstn(0),
	.clk(Q_F2),
	.q(),
	.q_(Q_F3),
	);
	dFlipFlop F4(
	.d(Q_F4),
	.rstn(0),
	.clk(Q_F3),
	.q(),
	.q_(Q_F4),
	);
	dFlipFlop F5(
	.d(Q_F5),
	.rstn(0),
	.clk(Q_F4),
	.q(),
	.q_(Q_F5),
	);
	dFlipFlop F6(
	.d(Q_F6),
	.rstn(0),
	.clk(Q_F5),
	.q(),
	.q_(Q_F6),
	);
	dFlipFlop F7(
	.d(Q_F7),
	.rstn(0),
	.clk(Q_F6),
	.q(),
	.q_(Q_F7),
	);
	dFlipFlop F8(
	.d(Q_F8),
	.rstn(0),
	.clk(Q_F7),
	.q(),
	.q_(Q_F8),
	);
	dFlipFlop F9(
	.d(Q_out),
	.rstn(0),
	.clk(Q_F8),
	.q(),
	.q_(Q_out),
	);
endmodule
```
**flow/run.sh**
```bash
#!/bin/bash
# OpenROAD 26Q1-2900-gdf79404cd8, Yosys 0.63+post, stock flow scripts
make -C /OpenROAD-flow-scripts/flow DESIGN_CONFIG=/design/flow/config.mk WORK_HOME=/design/flow/orfs finish
```
**flow/config.mk**
```make
export PLATFORM = sky130hd
export DESIGN_NAME = delayC
export DESIGN_NICKNAME = delayC
export VERILOG_FILES = /design/flow/design.v
export SDC_FILE = /design/flow/constraint.sdc
export NUM_CORES = 4
export LEC_CHECK = 1
export CORE_AREA = 10 10 70 70
export DIE_AREA = 0 0 80 80
```
==> results.json <==
{
  "outcome": "completed",
  "fmax_mhz": 2290,
  "worstPathCellList": "inv_1",
  "edf_count": 0,
  "tool_warnings": 28,
  "unclocked_pins": 9,
  "post-route-period-util_pct": 43.7,
  "final.setup.worst_slack_ps": 563,
  "post_cts_buffers": 0,
  "worstPathMaxFanout": 2,
  "worst_slew_pin_slew_ps": 52.6,
  "finalHoldViolations": 0,
  "ioPinCount": 2,
  "rsz0062_at_grt": "no",
  "cp-startpoint": "F0.q",
  "gp_congestion": 0.589,
  "cpPeakStageDelay_ps": 280,
  "p_int_uw": 40.7,
  "synthFlopType": "dfxtp_1",
  "synthesis.area_sq_um": 238,
  "viasPerCell": 1.24,
  "drive_gt1_share_pct": 0,
  "finalSetupViolCount": 0,
  "avgSynthCellArea_sq_um": 11.9,
  "wl_per_cell_um": 2.18,
  "top_area_cell": "dfxtp_1",
  "die_area_sq_um": 6400,
  "stdcell_area_sq_um": 305,
  "numSynthFlops": 10,
  "start_kind": "flop",
  "top_area_share_pct": 84.2,
  "wl_um": 146,
  "common_cells": "10 x dfxtp_1, 10 x inv_1",
  "syn_inst": 20,
  "cp.buffers_inverters": 1,
  "maxSlewViolCount": 0,
  "final_cells": 67,
  "switchingPower_uw": 0,
  "grt_usage_pct": 0.373,
  "postPlaceCellArea_sq_um": 305,
  "die_w_um": 80,
  "regArea_sq_um": 200,
  "ys_warn_count": 11,
  "grt_max_degree": 3,
  "crit_slowest_cell": "dfxtp_1",
  "ys_seq_share_pct": 84.2,
  "worstPathRequired_ps": 890,
  "slew_headroom_pct": 96.5,
  "fp.dieH_um": 80,
  "power.density_nw_per_um2": 133,
  "p_leak_nw": 0.0859,
  "period_minus_slack_ps": 437,
  "area_leaders": "dfxtp_1 84%, inv_1 16%",
  "p_comb_share_pct": 0,
  "fin_total_pwr_uw": 40.7,
  "n_fill_cell": 404,
  "max_cap_violations": 0,
  "max-vdd-ir-drop_v": 0.000164,
  "first_pass_iters": 2,
  "cts_resized": 0,
  "num_vias": 83,
  "clkTransAtPathRegs_ps": 0,
  "path_class": "reg2reg",
  "drt-initial-drc-count": 5,
  "syn2layout_area_growth_pct": 28.4,
  "seqPwrFrac_pct": 100.0,
  "ys_cells": 20,
  "grt-ovfl-total": 0,
  "grt_pass1_vias": 60,
  "io_buffer_count": 1,
  "worstPathArrival_ps": 320,
  "drc_errors": 0,
  "pre_cts_ws_ps": 561,
  "crit_family": "flip-flops",
  "diodes": 0,
  "untimed_endpoints": 10,
  "yosys_area_sq_um": 238,
  "post-dp-hpwl_um": 141,
  "fp_util_pct": 6.96,
  "yosysUniqueCellTypes": 2,
  "combGateArea_sq_um": 0,
  "crit_path_end_kind": "flop",
  "rows": 21,
  "core_sq_um": 3420,
  "regToRegStartpoint": "F0.q",
  "tns_ps": 0,
  "min_path_type": "reg2reg",
  "async_flop_share_pct": 0,
  "dpl.cell_count": 67,
  "ant_nets": 0,
  "logic_gates": 0,
  "grt_pass1_wl_um": 220,
  "clock_latency_ps": 0,
  "p_sw_share_pct": 0,
  "holdCritStartpoint": "F0.q",
  "cts_hold_buf": 0,
  "fin_worst_skew_ps": 0,
  "p_clk_share_pct": 0,
  "antenna_found_initial": 0
}
-- layout make-up --
| class | count | area share, % |
|---|---|---|
| inverters | 10 | 12.3 |
| repair buffers | 1 | 3.28 |
| well taps | 46 | 18.9 |
| flip-flops and latches | 10 | 65.6 |
-- sequential cells by signal, summed over array words and instances, names as in the netlist --
signal,count
F0.q,1
F1.q,1
F2.q,1
F3.q,1
F4.q,1
F5.q,1
F6.q,1
F7.q,1
F8.q,1
F9.q,1
-- stage by stage --
| stage | hold WS (ps) | utilization [%] |
|---|---|---|
| after floorplan | 352 | - |
| after global placement | 360 | 8.94 |
| after detailed placement | 369 | 8.94 |
| after CTS | 369 | 8.94 |
| after global routing | 407 | 8.94 |
| final | 366 | 8.94 |
-- per-layer routing --
layer | up-vias | routed length (um) | GRT usage, %
met5 | - | 0 | 0
met4 | 0 | 0 | 0
met3 | 0 | 21 | 0.114
met2 | 2 | 35 | 0.482
met1 | 29 | 89 | 0.608
li1 | 52 | - | -
-- worst paths after layout --
path	to	slack (ps)	cells after the start
worst max-delay path	F0.q	560	1
worst min-delay path	F0.q	370	1
worst max register to register	F0.q	560	1
worst min register to register	F0.q	370	1
-- power by group through the flow --
stage	logic (mW)	clock network (mW)	registers, mW
finish	0.00000000535	0	0.0407
global route	0.00000000535	0	0.0407
CTS	0.00000000535	0	0.0407
-- cells in the final DEF (no fill, tap or decap), drive strengths merged --
master	n
dfxtp	10
clkdlybuf4s50	1
inv	10
-- logic make-up (layout without fill, tap and decap cells) --
| kind of cell | after synthesis | count (layout) | synth area share, % |
|---|---|---|---|
| buffers and inverters | 10 | 11 | 15.8 |
| DFF | 10 | 10 | 84.2 |
Power is estimated from default activity; no workload was simulated.
