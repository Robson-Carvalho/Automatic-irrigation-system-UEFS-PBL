### flow/design.v
module decoderDigitos(h, m, l, As, Gt, pulse, A0SET, A0Clear, B0SET, B0Clear, A1SET, A1Clear, B1SET, B1Clear, C1SET, C1Clear, D1SET, D1Clear);
	input h, m, l, As, Gt, pulse;
	output A0SET, A0Clear, B0SET, B0Clear, A1SET, A1Clear, B1SET, B1Clear, C1SET, C1Clear, D1SET, D1Clear;
	wire h_, m_, l_, As_, Gt_;
	wire wireAnd0, wireAnd1, wireAnd2, wireAnd3, wireAnd4, wireAnd5, wireAnd6, wireAnd7, wireAnd8, wireAnd9, wireAnd10;
	wire wireOr0, wireOr1, wireOr2, wireOr3, wireOr4, wireOr5, wireOr6;
	not not0 (h_, h);
	not not1 (m_, m);
	not not2 (l_, l);
	not not3 (As_, As);
	not not4 (Gt_, Gt);
	and and0 (wireAnd0, m, As_);
	and and1 (wireAnd1, m_, As_);
	and and2 (wireAnd2, m, Gt_);
	and and3 (wireAnd3, m_, Gt_);
	and and4 (wireAnd4, h_, m, As_);
	and and5 (wireAnd5, m_, Gt_);
	and and6 (wireAnd6, h, Gt_);
	and and7 (wireAnd7, h_, m);
	and and8 (wireAnd8, m_, Gt_);
	and and9 (wireAnd9, h, Gt_);
	and and10 (wireAnd10, h_, m);
	or or0 (wireOr0, m_, Gt_);
	or or1 (wireOr1, wireAnd1, wireAnd2, h);
	or or2 (wireOr2, wireAnd3, wireAnd4);	
	or or3 (wireOr3, wireAnd5, wireAnd6);
	or or4 (wireOr4, As_, wireAnd7);
	or or5 (wireOr5, wireAnd8, wireAnd9);
	or or6 (wireOr6, wireAnd10, As_);
	and and11(A0SET, pulse, wireAnd0);
	and and12(A0Clear, pulse, wireOr0);
	and and13(B0SET, pulse, wireOr1);
	and and14(B0Clear, pulse, wireOr2);
	and and15(A1SET, pulse, 0);
	and and16(A1Clear, pulse, 1);
	and and17(B1SET, pulse, wireOr3);
	and and18(B1Clear, pulse, wireOr4);
	and and19(C1SET, pulse, 0);
	and and20(C1Clear, pulse, 1);
	and and21(D1SET, pulse, wireOr5);
	and and22(D1Clear, pulse, wireOr6);
endmodule
### flow/constraint.sdc
current_design decoderDigitos

set clk_period 1.0
set clk_io_pct 0.2

create_clock -name clk0 -period $clk_period

set non_clock_inputs [all_inputs -no_clocks]
set_input_delay [expr $clk_period * $clk_io_pct] -clock clk0 $non_clock_inputs
set_output_delay [expr $clk_period * $clk_io_pct] -clock clk0 [all_outputs]
### flow/config.mk
export PLATFORM = sky130hd
export DESIGN_NAME = decoderDigitos
export DESIGN_NICKNAME = decoderDigitos
export VERILOG_FILES = /design/flow/design.v
export SDC_FILE = /design/flow/constraint.sdc
export NUM_CORES = 4
export LEC_CHECK = 1
export CORE_AREA = 10 10 70 70
export DIE_AREA = 0 0 80 80
### flow/run.sh
#!/bin/bash
# OpenROAD 26Q1-2900-gdf79404cd8, Yosys 0.63+post, stock flow scripts
make -C /OpenROAD-flow-scripts/flow DESIGN_CONFIG=/design/flow/config.mk WORK_HOME=/design/flow/orfs finish
==> flow_metrics.env <==
# yosys + openroad results
export IMPL_run_status="finished, violations left"
export IMPL_violations="setup timing"
export IMPL_antenna_found_initial=0
export IMPL_viasPerCell=2.013
export IMPL_layout_drive_gt1_share_pct=64.52
export IMPL_regArea_um2=0
export IMPL_top_cells_by_area="buf_4 34%, o21a_1 17%, nor3b_2 9.4%"
export IMPL_finalWorstSetupSlack_ns=-0.08540
export IMPL_finalSetupViolCount=4
export IMPL_min_path_type="primary input to output port"
export IMPL_path_max_fanout=5
export IMPL_path_class="primary input to output port"
export IMPL_cp_required_ns=0.80
export IMPL_power_density_nw_per_um2=295.7
export IMPL_seqPwrFrac_pct=0
export IMPL_fp_util_pct=3.883
export IMPL_pwr_share_clk_pct=0
export IMPL_final_hold_violation_count=0
export IMPL_post_route_drc_count=0
export IMPL_hold_buffers=0
export IMPL_worstPathArrival_ns=0.89
export IMPL_final_cells=77
export IMPL_num_antenna_cells=0
export IMPL_netlist_area_um2=132.6
export IMPL_final_util_pct=8.901
export IMPL_ff_count=0
export IMPL_top_cell="buf_4"
export IMPL_swShare_pct=30.80
export IMPL_yosysCellCount=18
export IMPL_cp_slowest_cell="and2b_2"
export IMPL_endpoint_kind="output port"
export IMPL_ys_seq_share_pct=0
export IMPL_syn_to_final_growth_pct=129.2
export IMPL_common_cells="6 x buf_4, 3 x o21a_1"
export IMPL_gr_total_overflow=0
export IMPL_slowest_delay_ns=0.20
export IMPL_dp_cells=75
export IMPL_wl_per_cell_um=6.753
export IMPL_synth_cell_types=11
export IMPL_start_kind="primary input"
export IMPL_dieArea_um2=6400
export IMPL_place_congestion=0.7708
export IMPL_grt_start_max_net_pins=9
export IMPL_peakVddDrop_mv=0.03093
export IMPL_p_int_w=0.00006221
export IMPL_core_area_um2=3416
export IMPL_path_cells="buf_8 > and2b_2 > buf_6 > nor3b_2 > buf_2"
export IMPL_power_leakage_nw=0.1405
export IMPL_min_period_ns=1.085
export IMPL_synth_avg_cell_area_um2=7.368
export IMPL_grt_pass1_vias=146
export IMPL_ys_area_um2=132.6
export IMPL_warnings=35
export IMPL_wirelength_um=520
export IMPL_chipWidth_um=80
export IMPL_drt_iter0_markers=1
export IMPL_portBuffers=15
export IMPL_top_area_share_pct=33.96
export IMPL_slew_viol_final=0
export IMPL_die_h_um=80
export IMPL_drt_antenna_violating_nets=0
export IMPL_cap_violations=0
export IMPL_rsz0062_at_grt="true"
export IMPL_critical_path_top_delay_family="simple AND/OR/NAND/NOR gates"
export IMPL_drt_pass1_iterations=2
export IMPL_crit_buf_inv=3
export IMPL_syn_inst=18
export IMPL_rows=21
export IMPL_clock_buffers=0
export IMPL_num_vias=155
export IMPL_max_freq_mhz=921.3
export IMPL_synth_warnings=0
export IMPL_grt_usage_pct=1.408
export IMPL_p_comb_share_pct=100.0
export IMPL_grt_pass1_wl_um=759
export IMPL_io_pins=18
export IMPL_p_sw_w=0.00002769
export IMPL_post_route_period_util_pct=108.5
export IMPL_top_area_cell="buf_4"
cells in the final DEF, fill, tap and decap left out, drive strengths merged:
| cell | n |
|---|---|
| buf | 14 |
| o21a | 3 |
| nor3b | 2 |
| conb | 2 |
| clkdlybuf4s50 | 2 |
| dlygate4sd2 | 2 |
| a21boi | 1 |
| mux2i | 1 |
| nor2 | 1 |
| and2b | 1 |
| inv | 1 |
| and3 | 1 |
per-stage QoR:
step                        power, W  hold slack [ns]  setup slack [ns]  cell area, um2  TNS [ns]
final                     0.00008990           0.6782          -0.08540           304.0   -0.1711
after global routing       0.0001014           0.7032           -0.1248           304.0   -0.3187
after CTS                 0.00008872           0.6702           -0.1134           294.0   -0.2242
after detailed placement  0.00009676            1.388           -0.8191           306.5    -7.126
after global placement    0.00009782            1.389           -0.8145           306.5    -7.088
after floorplan           0.00003425           0.4174            0.1296           136.4         0
metal layers:
metal  track usage (%)  up-vias  routed length, um
met3            0.9091        0                122
li1                  -       78                  -
met1             1.912       63                214
met5                 0        -                  0
met4                 0        0                  0
met2             1.926       14                183
power groups by stage:
stage	logic, W	registers [W]	clock network [W]
after CTS	0.0000887	0	0
final	0.0000899	0	0
after global routing	0.000101	0	0
repair_timing:
| action | in CTS | in global routing |
|---|---|---|
| cloned | 0 | 0 |
| endpoints found under the setup margin | 10 | 7 |
| pin swaps | 6 | 2 |
| setup buffers | 2 | 0 |
| resized | 50 | 3 |
cell type report:
| cell class | count | area [um2] |
|---|---|---|
| multi-input combinational | 12 | 95.09 |
| tap | 46 | 57.56 |
| inverter | 1 | 3.754 |
| fill | 409 | 3112 |
| timing repair buffer | 18 | 147.6 |
cells by family after synthesis:
group	after synthesis	share of synthesized area, %
buffers and inverters	7	36.79
and+or+nand+nor	5	30.19
AOI/OAI and AO/OA	4	22.64
muxes	1	7.547
other	1	2.827
worst paths after layout:
| path | startpoint | end | slack (ns) | cells past startpoint |
|---|---|---|---|---|
| setup / recovery | m | B1SET | -0.09 | 5 |
| hold / removal | Gt | D1SET | 0.68 | 3 |
Power and IR drop assume default switching activity.
