==> /design/flow/design.v <==
module dFlipFlop (input d,  
	input rstn,  
		input clk,  
		output reg q,
	output q_);
	assign q_ = !q;
		always @ (posedge clk or posedge rstn)  begin
	if (rstn)  
	q <= 0;  
			else  
				q <= d;  
	end
endmodule  
module delay (clk, Q_out);
	input clk;
	output Q_out;
	wire Q_F0, Q_F1, Q_F2, Q_F3, Q_F4, Q_F5, Q_F6, Q_F7, Q_F8, Q_F9, Q_F10, Q_F11, Q_F12, Q_F13, Q_F14, Q_F15, Q_F16;
	dFlipFlop F0(
	.d(Q_F0),
	.rstn(0),
	.clk(clk),
	.q(),
	.q_(Q_F0),
	);
	dFlipFlop F1(
	.d(Q_F1),
	.rstn(0),
	.clk(Q_F0),
	.q(),
	.q_(Q_F1),
	);
	dFlipFlop F2(
	.d(Q_F2),
	.rstn(0),
	.clk(Q_F1),
	.q(),
	.q_(Q_F2),
	);
	dFlipFlop F3(
	.d(Q_F3),
	.rstn(0),
	.clk(Q_F2),
	.q(),
	.q_(Q_F3),
	);
	dFlipFlop F4(
	.d(Q_F4),
	.rstn(0),
	.clk(Q_F3),
	.q(),
	.q_(Q_F4),
	);
	dFlipFlop F5(
	.d(Q_F5),
	.rstn(0),
	.clk(Q_F4),
	.q(),
	.q_(Q_F5),
	);
	dFlipFlop F6(
	.d(Q_F6),
	.rstn(0),
	.clk(Q_F5),
	.q(),
	.q_(Q_F6),
	);
	dFlipFlop F7(
	.d(Q_F7),
	.rstn(0),
	.clk(Q_F6),
	.q(),
	.q_(Q_F7),
	);
	dFlipFlop F8(
	.d(Q_F8),
	.rstn(0),
	.clk(Q_F7),
	.q(),
	.q_(Q_F8),
	);
	dFlipFlop F9(
	.d(Q_F9),
	.rstn(0),
	.clk(Q_F8),
	.q(),
	.q_(Q_F9),
	);
	dFlipFlop F10(
	.d(Q_F10),
	.rstn(0),
	.clk(Q_F9),
	.q(),
	.q_(Q_F10),
	);
	dFlipFlop F11(
	.d(Q_F11),
	.rstn(0),
	.clk(Q_F10),
	.q(),
	.q_(Q_F11),
	);
	dFlipFlop F12(
	.d(Q_F12),
	.rstn(0),
	.clk(Q_F11),
	.q(),
	.q_(Q_F12),
	);
	dFlipFlop F13(
	.d(Q_F13),
	.rstn(0),
	.clk(Q_F12),
	.q(),
	.q_(Q_F13),
	);
	dFlipFlop F14(
	.d(Q_F14),
	.rstn(0),
	.clk(Q_F13),
	.q(),
	.q_(Q_F14),
	);
	dFlipFlop F15(
	.d(Q_out),
	.rstn(0),
	.clk(Q_F14),
	.q(),
	.q_(Q_out),
	);
endmodule
==> /design/flow/run.sh <==
#!/bin/bash
# OpenROAD 26Q1-2900-gdf79404cd8, Yosys 0.63+post, stock flow scripts
make -C /OpenROAD-flow-scripts/flow DESIGN_CONFIG=/design/flow/config.mk WORK_HOME=/design/flow/orfs finish
==> /design/flow/config.mk <==
export PLATFORM = sky130hd
export DESIGN_NAME = delay
export DESIGN_NICKNAME = delay
export VERILOG_FILES = /design/flow/design.v
export SDC_FILE = /design/flow/constraint.sdc
export NUM_CORES = 4
export LEC_CHECK = 1
export CORE_AREA = 10 10 77 77
export DIE_AREA = 0 0 87 87
==> /design/flow/constraint.sdc <==
current_design delay

set clk_period 1.0
set clk_io_pct 0.2

create_clock -name clk0 -period $clk_period [get_ports {clk}]

set non_clock_inputs [all_inputs -no_clocks]
set_input_delay [expr $clk_period * $clk_io_pct] -clock clk0 $non_clock_inputs
set_output_delay [expr $clk_period * $clk_io_pct] -clock clk0 [all_outputs]
==> results.txt <==
The synthesis and PnR run went through. The run finished with clean final reports. Final clock period utilization by the worst path landed at 0.449. Final max-slew violation count landed at 0.

Critical path buffer and inverter count landed at 1. Total setup buffers inserted after CTS landed at 0. 0 antenna diodes ended up in the layout. STA classifies the critical path startpoint as a flip-flop.

Residual overflow from global routing landed at 0. Per the OpenROAD floorplan log, the width of the die is roughly 87 um. Timing would allow up to ~2200 MHz. The area taken by sequential standard cells is reported as approximately 320 um^2. The worst setup path is captured at a flip-flop. Area of the placeable core landed at 0.00435 mm^2.

Detailed placer's ending HPWL landed at ~240 um. Worst setup slack for register-to-register paths landed at roughly 0.55 ns. For reference, the most critical setup path is categorized as flip-flop to flip-flop.

The worst hold path begins at F0.q$_DFF_P_. Grouping stages by cell kind, the critical path spends the most delay in flip-flops. Sequential fraction of the synthesis area landed at 0.842. The routed design has about 260 um of wire. Final worst hold slack landed at ~0.37 ns. Vertical die dimension landed at 87 um. Total power density per cell area landed at a little under 90 mW/mm^2. For the completed layout, the total cell area is recorded as ~460 um^2.

Setup repair after global routing left no endpoint under its margin. Worst clock skew landed at 0 ns. After layout, the worst setup slack is around 0.55 ns. Once detail routing completed, the nets flagged for antenna violations numbered 0. The first global-routing pass estimated slightly below 600 um of wire. The pin closest to its max-slew limit shows a slew of ~0.06 ns.

The clock reaches the later pin of the worst-skew pair after 0 ns. At the floorplan stage, the core utilization is reported as 0.0874. Required time of the critical path landed at ~0.89 ns. Yosys printed 17 warnings. The startpoint identified for the worst register-to-register timing path is F0.q$_DFF_P_. The critical path goes through inv_1. Synthesis-to-finish area growth landed at 19.7%. The violation tally recorded at the end of detailed-routing iteration 0 is 1. Number of remaining DRC errors landed at 0. Per the layout area report, the combinational gate area comes to 0 um^2. Arrival time of the worst setup path landed at between 0.3 and 0.4 ns. The worst pin sits at a relative slew slack of 0.959. Per the run summary, max-cap violations total 0. Max fanout on the critical path was recorded as 2.

Yosys reported a register bit count of 16. Dividing the detail-routed wire length by the instance count gives 3.09 um. Looking at the hold checks, the worst path lands on F0.q$_DFF_P_. Yosys synthesis chip area landed at approximately 380 um^2. Before any placement, the netlist area is recorded as between 300 and 400 um^2. Cell count of the worst hold path landed at 1. The final layout report lists a filler cell count of approximately 480. Via total after detailed routing landed at between 100 and 150. Worst ir drop on vdd landed at around 160 uV. Count of endpoints without a timing constraint landed at 16.

Leakage power landed at between 0.1 and 0.15 nW. Total power of the final layout landed at approximately 0.041 mW. The cell count after synthesis came out at 32. Count of buffers from port buffering landed at 1. Initial antenna violation count landed at 0. Final-report setup violation count landed at 0.

In this run the cell area measured after placement is approximately 460 um^2. Number of multi-input logic gates landed at 0. The most critical min-delay path falls under flip-flop to flip-flop. The number of global-route vias before repair came to approximately 150.

The die covers around 0.0076 mm^2. The timing report shows that the slowest cell on the worst path is sky130_fd_sc_hd__dfxtp_1. After detailed routing, the number of vias per cell comes to 1.55.

In the Yosys report the total cell count is 32. Iteration count of the initial detailed-routing pass landed at 2. Number of buffers inserted by hold repair at cts landed at 0.

Clock transition at the register clock pins on the worst setup and hold paths after CTS landed at 0 ns. STA lists the endpoint of the worst register-to-register path as F0.q$_DFF_P_. For the final routed database, the setup TNS stands at 0 ns. Logic depth of the worst register-to-register path landed at 1. The timer found 15 register pins that no clock reaches; their paths are not timed.

The final timing report derives a shortest allowable period of approximately 0.45 ns. Standard-cell row count landed at 24. A synthesized cell averages around 12 um^2. Stage-log warning count landed at 28.

Worst-case setup slack after placement landed at between 0.5 and 0.6 ns. On the worst path, the slowest cell contributes a delay of roughly 0.29 ns. Largest net degree at the start of global routing landed at 3. Number of failing hold endpoints at the final stage landed at 0. Post-cts repair resize count landed at 0. Placer's final routability congestion estimate landed at 0.593. During I/O placement, the number of pins put on the boundary was 2. The gate-level netlist out of Yosys references 2 unique cell types.

Overall routing resource usage landed at 0.00839. Share of layout cells above drive strength 1 landed at 0.
[logic make-up after synthesis]
| kind of cell | count (synthesis) | synth area share |
|---|---|---|
| buffers and inverters | 16 | 0.158 |
| flip-flops | 16 | 0.842 |
[Yosys cell counts]
library cell,instances,area [um^2]
sky130_fd_sc_hd__inv_1,16,60.1
sky130_fd_sc_hd__dfxtp_1,16,320
[worst max path at each step]
stage,from,to,slack [ns],cells after the start
CTS,F0.q$_DFF_P_,F0.q$_DFF_P_,0.55,1
global route,F0.q$_DFF_P_,F0.q$_DFF_P_,0.51,1
finish,F0.q$_DFF_P_,F0.q$_DFF_P_,0.55,1
[registers in the layout (all words and copies together), names as in the netlist]
| signal | count |
|---|---|
| F1.q | 1 |
| F9.q | 1 |
| F6.q | 1 |
| F8.q | 1 |
| F11.q | 1 |
| F15.q | 1 |
| F2.q | 1 |
| F0.q | 1 |
| F5.q | 1 |
| F14.q | 1 |
| F3.q | 1 |
| F4.q | 1 |
| F10.q | 1 |
| F13.q | 1 |
| F7.q | 1 |
| F12.q | 1 |
[stage by stage]
stage,instances,util
2_1_floorplan,32,-
3_3_place_gp,85,0.105
3_5_place_dp,85,0.105
4_1_cts,85,0.105
5_1_grt,85,0.105
6_report,85,0.105
[cell usage in the layout, fill, tap and decap left out]
cell / netlist / layout
sky130_fd_sc_hd__clkdlybuf4s50_1: 0 / 1
sky130_fd_sc_hd__inv_1: 16 / 16
sky130_fd_sc_hd__dfxtp_1: 16 / 16
[cell type report]
cell class | instances | share of cell area
Sequential cell | 16 | 0.703
Timing Repair Buffer | 1 | 0.0220
Inverter | 16 | 0.132
Tap cell | 52 | 0.143
[where the power goes]
group | internal [mW] | switching, mW | leakage, nW
registers | 0.0407 | 0 | 0.129
logic | 0 | 0 | 0.00652
clock network | 0 | 0 | 0
total | 0.0407 | 0 | 0.135
[metal layers]
metal,global-route usage,vias up,share of wire
met4,0,0,0
met1,0.0126,48,0.67
met5,0,-,0
li1,-,82,-
met2,0.0140,2,0.32
met3,0,0,0.0038
No activity file was given, so power comes from the tool's default toggle rates.
